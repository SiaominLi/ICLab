### ./run.sh
#!/bin/bash
# OpenROAD 26Q1-2900-gdf79404cd8, Yosys 0.63+post, stock flow scripts
make -C /OpenROAD-flow-scripts/flow DESIGN_CONFIG=/design/flow/config.mk WORK_HOME=/design/flow/orfs finish
### ./config.mk
export PLATFORM = sky130hd
export DESIGN_NAME = Ramen
export DESIGN_NICKNAME = Ramen
export VERILOG_FILES = /design/flow/design.v
export SDC_FILE = /design/flow/constraint.sdc
export NUM_CORES = 4
export LEC_CHECK = 1
export CORE_UTILIZATION = 50
### ./constraint.sdc
current_design Ramen

set clk_period 14.5
set clk_io_pct 0.2

create_clock -name clk0 -period $clk_period [get_ports {clk}]

set non_clock_inputs [all_inputs -no_clocks]
set_input_delay [expr $clk_period * $clk_io_pct] -clock clk0 $non_clock_inputs
set_output_delay [expr $clk_period * $clk_io_pct] -clock clk0 [all_outputs]
### ./design.v
module Ramen(
    input clk, 
    input rst_n, 
    input in_valid,
    input selling,
    input portion, 
    input [1:0] ramen_type,
    output reg out_valid_order,
    output reg success,
    output reg out_valid_tot,
    output reg [27:0] sold_num,
    output reg [14:0] total_gain
);
parameter TONKOTSU = 2'd0;
parameter TONKOTSU_SOY = 2'd1;
parameter MISO = 2'd2;
parameter MISO_SOY = 2'd3;
parameter NOODLE_INIT = 'd12000;
parameter BROTH_INIT = 'd41000;
parameter TONKOTSU_SOUP_INIT =  'd9000;
parameter MISO_INIT = 'd1000;
parameter SOY_SAUSE_INIT = 'd1500;
parameter ORDERING = 2'd0;
parameter MAKING = 2'd1;
parameter OUTPUT_SUCCESS = 2'd2;
parameter ENDING = 2'd3;
reg [1:0] current_state, next_state;
reg portion_ff;
reg [1:0] ramen_type_ff;
reg valid_cnt;
reg [20:0] noodle_remain_ff, soup_remain_ff;
reg [20:0] broth_remain_ff;
reg [20:0] miso_remain_ff;
reg [20:0] soy_sause_remain_ff;
reg [27:0] sold_num_ff;
reg flag;
always @(posedge clk or negedge rst_n) begin
    if (!rst_n) 
        current_state <= ORDERING;
    else 
        current_state <= next_state;
end
always @(*) begin
    if(!rst_n) next_state = ORDERING;
    else if (current_state == ORDERING) begin
        if(!selling && flag) next_state = ENDING;
        else if(valid_cnt == 1'b0) next_state = ORDERING;
		else next_state = MAKING;
	end
	else if (current_state == MAKING) next_state = OUTPUT_SUCCESS;
	else if (current_state == OUTPUT_SUCCESS) begin 
        if(selling) next_state = ORDERING;
        else next_state = ENDING; 
    end
	else if (current_state == ENDING) next_state = ORDERING;
	else next_state = ORDERING;
end
always @(posedge clk or negedge rst_n) begin
    if (!rst_n) begin
		valid_cnt <= 1'b0;
    end
    else begin
        case(current_state)
            ORDERING: begin
               if(in_valid) valid_cnt <= valid_cnt + 1'b1;
            end
            default: valid_cnt <= 1'b0;
        endcase
    end
end
always @(posedge clk or negedge rst_n) begin
	if (!rst_n) begin
		ramen_type_ff <= 'd0;
        portion_ff <= 'd0;
    end
	else begin
        case(current_state)
            ORDERING: begin
               if(in_valid && valid_cnt == 1'b0) ramen_type_ff <= ramen_type;
               else if(in_valid && valid_cnt == 1'b1) portion_ff <= portion;
            end
            MAKING: ;
        endcase
	end
end
always @(posedge clk or negedge rst_n) begin
	if (!rst_n) begin
		noodle_remain_ff <= NOODLE_INIT;
        broth_remain_ff <= BROTH_INIT;
        soup_remain_ff <= TONKOTSU_SOUP_INIT;
        soy_sause_remain_ff <= SOY_SAUSE_INIT;
        miso_remain_ff <= MISO_INIT;
    end
	else begin
        case(current_state)
            MAKING: begin
                case(ramen_type_ff)
                    TONKOTSU: begin
                        if(portion_ff == 1'b0) begin  
                            noodle_remain_ff <= noodle_remain_ff - 'd100;
                            broth_remain_ff <= broth_remain_ff - 'd300;
                            soup_remain_ff <= soup_remain_ff - 'd150;
                            soy_sause_remain_ff <= soy_sause_remain_ff - 'd0;
                        end
                        else begin  
                            noodle_remain_ff <= noodle_remain_ff - 'd150;
                            broth_remain_ff <= broth_remain_ff - 'd500;
                            soup_remain_ff <= soup_remain_ff - 'd200;
                            soy_sause_remain_ff <= soy_sause_remain_ff - 'd0;
                        end
                    end
                    TONKOTSU_SOY: begin
                        if(portion_ff == 1'b0) begin  
                            noodle_remain_ff <= noodle_remain_ff - 'd100;
                            broth_remain_ff <= broth_remain_ff - 'd300;
                            soup_remain_ff <= soup_remain_ff - 'd100;
                            soy_sause_remain_ff <= soy_sause_remain_ff - 'd30;
                        end
                        else begin  
                            noodle_remain_ff <= noodle_remain_ff - 'd150;
                            broth_remain_ff <= broth_remain_ff - 'd500;
                            soup_remain_ff <= soup_remain_ff - 'd150;
                            soy_sause_remain_ff <= soy_sause_remain_ff - 'd50;
                        end
                    end
                    MISO: begin
                        if(portion_ff == 1'b0) begin  
                            noodle_remain_ff <= noodle_remain_ff - 'd100;
                            broth_remain_ff <= broth_remain_ff - 'd400;
                            soup_remain_ff <= soup_remain_ff - 'd0;
                            soy_sause_remain_ff <= soy_sause_remain_ff - 'd0;
                            miso_remain_ff <= miso_remain_ff - 'd30;
                        end
                        else begin  
                            noodle_remain_ff <= noodle_remain_ff - 'd150;
                            broth_remain_ff <= broth_remain_ff - 'd650;
                            soup_remain_ff <= soup_remain_ff - 'd0;
                            soy_sause_remain_ff <= soy_sause_remain_ff - 'd0;
                            miso_remain_ff <= miso_remain_ff - 'd50;
                        end
                    end
                    MISO_SOY: begin
                        if(portion_ff == 1'b0) begin  
                            noodle_remain_ff <= noodle_remain_ff - 'd100;
                            broth_remain_ff <= broth_remain_ff - 'd300;
                            soup_remain_ff <= soup_remain_ff - 'd70;
                            soy_sause_remain_ff <= soy_sause_remain_ff - 'd15;
                            miso_remain_ff <= miso_remain_ff - 'd15;
                        end
                        else begin  
                            noodle_remain_ff <= noodle_remain_ff - 'd150;
                            broth_remain_ff <= broth_remain_ff - 'd500;
                            soup_remain_ff <= soup_remain_ff - 'd100;
                            soy_sause_remain_ff <= soy_sause_remain_ff - 'd25;
                            miso_remain_ff <= miso_remain_ff - 'd25;
                        end
                    end
               endcase
            end
            OUTPUT_SUCCESS: begin
                if(ramen_type_ff == TONKOTSU && (noodle_remain_ff[20] == 1 || soup_remain_ff[20] == 1 || broth_remain_ff[20] == 1 )) begin
                    if(portion_ff == 1'b0) begin  
                        noodle_remain_ff <= noodle_remain_ff + 'd100;
                        broth_remain_ff <= broth_remain_ff + 'd300;
                        soup_remain_ff <= soup_remain_ff + 'd150;
                        soy_sause_remain_ff <= soy_sause_remain_ff + 'd0;
                    end
                    else begin  
                        noodle_remain_ff <= noodle_remain_ff + 'd150;
                        broth_remain_ff <= broth_remain_ff + 'd500;
                        soup_remain_ff <= soup_remain_ff + 'd200;
                        soy_sause_remain_ff <= soy_sause_remain_ff + 'd0;
                    end
                end
                else if(ramen_type_ff == TONKOTSU_SOY && (noodle_remain_ff[20] == 1 || soup_remain_ff[20] == 1 || broth_remain_ff[20] == 1 || soy_sause_remain_ff[20] == 1)) begin
                    if(portion_ff == 1'b0) begin  
                        noodle_remain_ff <= noodle_remain_ff + 'd100;
                        broth_remain_ff <= broth_remain_ff + 'd300;
                        soup_remain_ff <= soup_remain_ff + 'd100;
                        soy_sause_remain_ff <= soy_sause_remain_ff + 'd30;
                    end
                    else begin  
                        noodle_remain_ff <= noodle_remain_ff + 'd150;
                        broth_remain_ff <= broth_remain_ff + 'd500;
                        soup_remain_ff <= soup_remain_ff + 'd150;
                        soy_sause_remain_ff <= soy_sause_remain_ff + 'd50;
                    end
                end
                else if(ramen_type_ff == MISO && (noodle_remain_ff[20] == 1 || broth_remain_ff[20] == 1 ||  miso_remain_ff[20] == 1)) begin
                    if(portion_ff == 1'b0) begin  
                        noodle_remain_ff <= noodle_remain_ff + 'd100;
                        broth_remain_ff <= broth_remain_ff + 'd400;
                        soup_remain_ff <= soup_remain_ff + 'd0;
                        soy_sause_remain_ff <= soy_sause_remain_ff + 'd0;
                        miso_remain_ff <= miso_remain_ff + 'd30;
                    end
                    else begin  
                        noodle_remain_ff <= noodle_remain_ff + 'd150;
                        broth_remain_ff <= broth_remain_ff + 'd650;
                        soup_remain_ff <= soup_remain_ff + 'd0;
                        soy_sause_remain_ff <= soy_sause_remain_ff + 'd0;
                        miso_remain_ff <= miso_remain_ff + 'd50;
                    end
                end
                else if(ramen_type_ff == MISO_SOY && (noodle_remain_ff[20] == 1 || soup_remain_ff[20] == 1 || broth_remain_ff[20] == 1 || miso_remain_ff[20] == 1 || soy_sause_remain_ff[20] == 1)) begin
                    if(portion_ff == 1'b0) begin  
                        noodle_remain_ff <= noodle_remain_ff + 'd100;
                        broth_remain_ff <= broth_remain_ff + 'd300;
                        soup_remain_ff <= soup_remain_ff + 'd70;
                        soy_sause_remain_ff <= soy_sause_remain_ff + 'd15;
                        miso_remain_ff <= miso_remain_ff + 'd15;
                    end
                    else begin  
                        noodle_remain_ff <= noodle_remain_ff + 'd150;
                        broth_remain_ff <= broth_remain_ff + 'd500;
                        soup_remain_ff <= soup_remain_ff + 'd100;
                        soy_sause_remain_ff <= soy_sause_remain_ff + 'd25;
                        miso_remain_ff <= miso_remain_ff + 'd25;
                    end
                end
            end
            ENDING: begin
                noodle_remain_ff <= NOODLE_INIT;
                broth_remain_ff <= BROTH_INIT;
                soup_remain_ff <= TONKOTSU_SOUP_INIT;
                soy_sause_remain_ff <= SOY_SAUSE_INIT;
                miso_remain_ff <= MISO_INIT;
            end
        endcase
	end
end
always @(posedge clk or negedge rst_n) begin
    if (!rst_n) begin
        success <= 1'b0;
        out_valid_order <= 1'b0;
        sold_num_ff <= 'd0;
        flag <= 1'b0;
    end
    else begin
        if(current_state == OUTPUT_SUCCESS) begin
            out_valid_order <= 1'b1;
            flag <= 1'b1;
            if(ramen_type_ff == TONKOTSU && (noodle_remain_ff[20] == 1 || soup_remain_ff[20] == 1 || broth_remain_ff[20] == 1 )) success <= 1'b0;
            else if(ramen_type_ff == TONKOTSU_SOY && (noodle_remain_ff[20] == 1 || soup_remain_ff[20] == 1 || broth_remain_ff[20] == 1 || soy_sause_remain_ff[20] == 1)) success <= 1'b0;
            else if(ramen_type_ff == MISO && (noodle_remain_ff[20] == 1 || broth_remain_ff[20] == 1 ||  miso_remain_ff[20] == 1)) success <= 1'b0;
            else if(ramen_type_ff == MISO_SOY && (noodle_remain_ff[20] == 1 || soup_remain_ff[20] == 1 || broth_remain_ff[20] == 1 || miso_remain_ff[20] == 1 || soy_sause_remain_ff[20] == 1)) success <= 1'b0;
            else begin
                success <= 1'b1;
                if(ramen_type_ff == TONKOTSU) sold_num_ff[27:21] <= sold_num_ff[27:21] + 'd1;
                else if(ramen_type_ff == TONKOTSU_SOY) sold_num_ff[20:14] <= sold_num_ff[20:14] + 'd1;
                else if(ramen_type_ff == MISO) sold_num_ff[13:7] <= sold_num_ff[13:7] + 'd1;
                else sold_num_ff[6:0] <= sold_num_ff[6:0] + 'd1;
            end
        end
        else if(current_state == ENDING) begin
            success <= 1'b0;
            out_valid_order <= 1'b0;
            sold_num_ff <= 'd0;
            flag <= 1'b0;
        end
        else begin
            success <= 1'b0;
            out_valid_order <= 1'b0;
        end
    end
end
always @(posedge clk or negedge rst_n) begin
    if (!rst_n) begin
        sold_num <= 'd0;
        total_gain <= 'd0;
        out_valid_tot <= 1'b0;
    end
    else begin
        if(current_state == ENDING) begin
            out_valid_tot <= 1'b1;
            sold_num <= sold_num_ff;
            total_gain <= sold_num_ff[27:21] * 200 + sold_num_ff[20:14] * 250 + sold_num_ff[13:7] * 200 + sold_num_ff[6:0] * 250;
        end
        else begin
            sold_num <= 'd0;
            total_gain <= 'd0;
            out_valid_tot <= 1'b0;
        end
    end
end
endmodule
==> impl_metrics.yaml <==
# implementation run metrics
status:
  status: "finished clean"
clock_network:
  cts_buffers: 17
  clock_sinks: 184
  clock_tree.root_cell: "clkbuf_16"
  cts_max_level: 4
  cts_setup_buffers: 0
  clk_latency_ns: 0.50
  cts_hold_buf: 0
  cts_tree: "yes"
  cts_resized: 0
  clk_path_buf_depth: 2
  clk_pin_slew_worst_paths_ns: 0.07
synthesis:
  yosys_area_mm2: 0.0203
  ys_seq_share_pct: 22.8
  netlist_instances: 2518
  ys_cells: 2518
  ys_seq_elements: 184
  yosysWarnings: 1
  synthFlopType: "dfrtp_1"
  topCellsByArea: "dfrtp_1 (19%), ha_1 (11%), fa_1 (7.1%), a21oi_1 (4.5%), o21ai_0 (4.4%)"
  syn-cell-area_mm2: 0.0203
  avgSynthCellArea_um2: 8.07
  edf_count: 0
  top_cells_by_count: "nor2_1 (231), nand2_1 (211), ha_1 (185)"
  synthArstFlopShare_pct: 100
  netlist.area_leader.share_pct: 19.0
  yosysTopAreaCell: "dfrtp_1"
  synth.most_common_cell: "nor2_1"
  ys_types: 100
route:
  wl_met3_um: 3610
  drc: 0
  postRouteAntennaNets: 0
  num_antenna_cells: 0
  wirelength_um: 58700
  maxUsedRoutingLayer: "met4"
  viasPerCell: 6.13
  wl_per_cell_um: 19.5
  firstDrtPassIters: 8
  first_iter_violations: 1236
  met2_length_um: 26500
  drt-met1-wl_um: 26900
  via_count: 18442
worst_setup_path:
  cp-start-kind: "register"
  critPathKind: "reg -> reg"
  setup.worst_path.start: "sold_num_ff[14]$_DFFE_PN0P_"
  crit_required_ns: 14.93
  cp_slowest_cell: "fa_1"
  cpMostUsedCell: "fa_1"
  critical_path.cell_chain: "fa_1 -> inv_1 -> fa_1 -> fa_1 -> fa_1 -> inv_1 -> ha_1 -> inv_1 -> o21bai_1 -> a21oi_1 -> o21bai_1 -> a21oi_1 -> nor3_1 -> a311oi_1 -> fa_1 -> fa_1 -> xnor2_1 -> xnor2_1 -> xnor2_1 -> xnor3_1 -> xnor2_1 -> xnor3_1 -> nor2_1"
  rr_startpoint: "sold_num_ff[14]$_DFFE_PN0P_"
  end_kind: "register"
  path_buffers: 3
  crit_family: "adder cells"
  critPathMaxFanout: 10
  r2r_slack_ns: 7.71
  ff2ff_path_depth: 23
  timing.rr.end: "total_gain[14]$_DFF_PN0_"
  worstPathArrival_ns: 7.22
  cpPeakStageDelay_ns: 0.61
global_route:
  grt_pass1_wl_um: 94000
  grt_max_degree: 63
  antenna_found_initial: 0
  grt_pass1_vias: 17200
  grt_usage_pct: 29.6
  grt_overflow: 0
cells_and_area:
  nFillCells: 3548
  drive_gt1_share_pct: 6.44
  stdcell_area_mm2: 0.0217
  fin_util_pct: 54.4
  area_growth_pct: 6.93
floorplanning:
  die_y_um: 204
  dieArea_mm2: 0.0414
  row_count: 73
  core_area_mm2: 0.0399
  fp.dieW_um: 204
  fp_util_pct: 50.9
  io-pin-count: 53
final_timing:
  period_needed_ns: 6.79
  fmax_mhz: 147
  period_used_pct: 46.8
  tightest_slew_ns: 0.976
  fin_skew_ns: 0.0139
  setup-violations-final: 0
  tns_ns: 0
  drv_slew: 0
  rsz0062_at_grt: "false"
  slew_headroom_pct: 34.1
  final_hold_viol_count: 0
worst_hold_path:
  min-delay-start: "flag$_DFFE_PN0N_"
  whs_path_depth: 1
  holdPathEnd: "current_state[2]$_DFF_PN0_"
  hold_class: "reg -> reg"
power_and_ir_drop:
  power.share.combinational_pct: 63.3
  pwr-share-clk_pct: 12.1
  p_switching_uw: 2120
  power_density_mw_per_mm2: 183
  p_int_uw: 1870
  power.leakage_uw: 0.00973
  seqPwrFrac_pct: 24.6
  vdd_ir_drop_max_v: 0.0000966
  switching_share_pct: 53.1
place:
  placed_cell_area_mm2: 0.0212
  place.gp.congestion: 0.958
  port_buffers: 51
  place_hpwl_um: 41400
job:
  warnings: 68
  maxCapViolCount: 0
cells by family after synthesis:
kind of cell             count (synthesis)  synth area share (%)
other                                    1                0.0185
AND-OR/OR-AND                          743                  24.3
AND/OR/NAND/NOR                        805                  19.0
flip-flops                             184                  22.8
multiplexers                            60                  3.02
XOR/XNOR                               131                  5.78
buffers and inverters                  337                  6.52
adder cells (fa/ha/maj)                257                  18.5
layout make-up:
class | instances | area (µm²) | share of cell area [%]
inverters | 180 | 676 | 3.11
repair buffers | 91 | 815 | 3.75
multi-input cells | 1997 | 14400 | 66.1
clock buffers | 20 | 447 | 2.06
well taps | 525 | 657 | 3.02
clock inverters | 12 | 118 | 0.541
flip-flops and latches | 184 | 4650 | 21.4
sequential cells by signal (all words and copies together), names as in the netlist, 2 cells and up:
signal	count
sold_num_ff	28
broth_remain_ff	20
miso_remain_ff	21
soy_sause_remain_ff	21
soup_remain_ff	20
sold_num	28
current_state	4
noodle_remain_ff	20
total_gain	14
ramen_type_ff	2
worst max-delay path by stage:
stage                     endpoint  slack (ns)  cells past startpoint
6_report  total_gain[14]$_DFF_PN0_        7.71                     23
4_1_cts   total_gain[14]$_DFF_PN0_        7.67                     23
5_1_grt   total_gain[14]$_DFF_PN0_        7.20                     24
layer usage:
layer  vias up  GRT usage [%]
met3       106           4.91
met1      8791           45.0
met5         -              0
met4         0           7.84
met2       590           45.1
li1       8955              -
worst register-to-register path, stage by stage (launching register included):
cell      delay [ns]
dfrtp_1         0.51
fa_1            0.61
inv_1           0.06
fa_1            0.53
fa_1            0.44
fa_1            0.52
inv_1           0.04
ha_1            0.30
inv_1           0.11
o21bai_1        0.09
a21oi_1         0.22
o21bai_1        0.08
a21oi_1         0.28
nor3_1          0.09
a311oi_1        0.29
fa_1            0.51
fa_1            0.45
xnor2_1         0.15
xnor2_1         0.21
xnor2_1         0.15
xnor3_1         0.43
xnor2_1         0.17
xnor3_1         0.39
nor2_1          0.09
placed cells by master (no fill, tap or decap), types with 19 or more instances in the layout:
cell	instances
o22ai_1	19
o21ai_0	179
dfstp_2	30
mux2i_1	50
clkdlybuf4s50_1	50
nand2b_1	26
and2_1	36
buf_4	40
and3_1	22
nand3_1	91
o211ai_1	30
xnor2_1	88
nor2_1	229
nor2b_1	22
ha_1	185
a21oi_1	181
nor3_1	67
inv_1	175
a31oi_1	40
a21o_1	32
fa_1	72
nand4_1	26
a211oi_1	41
o221ai_1	22
xor2_1	41
nand2_1	210
dfrtp_1	152
stage by stage:
step	instances	setup WS, ns	power, µW	hold WS, ns
floorplan	2518	8.16	2830	0.450
finish	3009	7.71	3990	0.498
global route	3009	7.20	4320	0.530
detailed placement	2977	7.72	3460	0.486
CTS	3009	7.67	3970	0.497
global placement	2977	7.82	3440	0.491
power groups by stage:
stage | Clock (µW) | Sequential (µW) | Combinational, µW
CTS | 500 | 974 | 2490
global route | 514 | 1010 | 2790
finish | 480 | 981 | 2520
Power and IR drop assume default switching activity.
