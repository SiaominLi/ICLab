==> /design/flow/design.v <==
module sorting(
    in_0, in_1, in_2, in_3,
    in_4, in_5, in_6, in_7,
    sorted_0, sorted_1, sorted_2, sorted_3,
    sorted_4, sorted_5, sorted_6, sorted_7
);
input wire [7:0] in_0, in_1, in_2, in_3, in_4, in_5, in_6, in_7;
output reg [7:0] sorted_0, sorted_1, sorted_2, sorted_3, sorted_4, sorted_5, sorted_6, sorted_7;
reg [7:0] array [0:7];
always @(*) begin
    integer i, j;
    reg [7:0] temp;
    array[0] = in_0;
    array[1] = in_1;
    array[2] = in_2;
    array[3] = in_3;
    array[4] = in_4;
    array[5] = in_5;
    array[6] = in_6;
    array[7] = in_7;
    for (i = 0; i < 8; i = i + 1) begin
        for (j = i + 1; j < 8; j = j + 1) begin
            if (array[i] < array[j]) begin
                temp = array[i];
                array[i] = array[j];
                array[j] = temp;
            end
        end
    end
    sorted_0 = array[0];
    sorted_1 = array[1];
    sorted_2 = array[2];
    sorted_3 = array[3];
    sorted_4 = array[4];
    sorted_5 = array[5];
    sorted_6 = array[6];
    sorted_7 = array[7];
end
endmodule
==> /design/flow/run.sh <==
#!/bin/bash
# OpenROAD 26Q1-2900-gdf79404cd8, Yosys 0.63+post, stock flow scripts
make -C /OpenROAD-flow-scripts/flow DESIGN_CONFIG=/design/flow/config.mk WORK_HOME=/design/flow/orfs finish
==> /design/flow/config.mk <==
export PLATFORM = sky130hd
export DESIGN_NAME = sorting
export DESIGN_NICKNAME = sorting
export VERILOG_FILES = /design/flow/design.v
export SDC_FILE = /design/flow/constraint.sdc
export NUM_CORES = 4
export LEC_CHECK = 1
export CORE_UTILIZATION = 30
==> /design/flow/constraint.sdc <==
current_design sorting

set clk_period 82.1
set clk_io_pct 0.2

create_clock -name clk0 -period $clk_period

set non_clock_inputs [all_inputs -no_clocks]
set_input_delay [expr $clk_period * $clk_io_pct] -clock clk0 $non_clock_inputs
set_output_delay [expr $clk_period * $clk_io_pct] -clock clk0 [all_outputs]
==> Changelog: implementation <==
### Changed

* Status: finished, final reports clean
* Sequential fraction of the synthesis area at 0%
* Final Instance Area at 13200 um2
* Gates resized, CTS repair at 0
* Initial antenna violation count at 0
* Final setup fails at 0
* Peak Freq at 0.0160 GHz
* Comb. cell area at 10500 um2
* Mapped Area at 11400 um2
* Post-DP HPWL at 31.4 mm
* Dominant combinational family: AND-OR/OR-AND gates
* Yosys warning count at 2
* GPL Wtd Cong at 0.951
* Largest net degree at the start of global routing at 28
* I/O pins at 128
* First-pass GRT wire length at 58.2 mm
* Pin slew with the least headroom to its limit at 0.930 ns
* Die span in x at 197 um
* Yosys chip area at 11400 um2
* Xor and xnor area share after synthesis at 0%
* Post-DR wirelength/cell at 15.8 um
* Core Box Area at 37600 um2
* Total gr overflow at 0
* Antenna cells at 0
* # DRC at 0
* Registers at 0
* Vias in the first global route at 10900
* Post-Place Cell Area at 13200 um2
* 1st-iter DRT viols at 905
* Top-count cell post-synth: inv_1
* CP peak stage delay at 0.68 ns
* Synthesized area per cell at 6.70 um2
* FP Core Util at 30.4%
* Critical path arrival at 46.25 ns
* Die height at 197 um
* Area leader, netlist: ha_1
* Register area at 0 um2
* Setup TNS at 0 ns
* Setup CP Type: in2out
* Relative slew slack at 38.0%
* Layout Utilization at 35.2%
* Worst setup endpoint: sorted_6[3]
* Crit start category: primary input
* Yosys simple share at 18.5%
* Hold crit path type: in2out
* CP Max Fanout at 27
* Synth top area share at 17.9%
* Multiplexer share at 18.9%
* Max-cap check violation count at 0
* Drt via density at 5.33
* Port bufs at 128
* # rows at 71
* Share of layout cells above drive strength 1 at 6.69%
* Total global-route track usage at 18.6%
* Netlist cell types at 91
* RSZ-0062 raised after global routing: false
* DRT Pass-1 Iters at 5
* Endpoints failing hold at 0
* Final critical-path required period at 62.67 ns
* Post-CTS setup buffer count at 0
* WL final at 36.4 mm
* Biggest area cells: ha_1 (18%), mux2i_1 (12%), o21ai_0 (7.3%)
* Ao+oa area frac at 35.7%
* Final Max Slew Viols at 0
* Die Size at 38800 um2
* Slowest-stage cell, CP: a2111oi_0
* Clock buffers at 0
* Most frequent CP cell: ha_1
* Vias at 12300
* Tool warnings at 32
* Period utilization at 76.3%
* CP required at 65.68 ns
* Adder Area Share at 18.6%
* Hold_buf cts at 0
* CP endpoint kind: output port
* CP Launch Point: in_1[1]
* Synthesized instance count at 1702
* Fillers at 3916
* Top cells by count: inv_1 (186), nand2_1 (177), o21ai_0 (166)
* ANT nets after route at 0
* Synth-to-Final Area Change at 15.8%
* Ys cells at 1702
* Hold_sp: in_7[6]
## area by class of cell
cell class | count | share of cell area (%)
multi-input cells | 1461 | 79.2
well taps | 511 | 4.84
repair buffers | 146 | 10.7
inverters | 186 | 5.28
## cells in the final DEF, fill, tap and decap left out, drive strengths merged, types with 6 or more instances in the layout
cell type      synthesis  routed
a2111oi                7       7
a211o                 17      17
a211oi                32      32
a21boi                 9       9
a21o                  53      53
a21oi                139     139
a221oi                 6       6
a22oi                 10      10
a31o                   9       9
a31oi                 24      24
and2                  12      12
buf                   22      18
clkdlybuf4s50          0     128
ha                   163     163
inv                  186     186
maj3                   8       8
mux2                  62      62
mux2i                142     142
nand2                177     177
nand2b                20      20
nand3                 18      18
nand4                 26      26
nor2                 159     159
nor2b                 16      16
nor3                  13      13
nor4                   6       6
o2111ai                7       7
o211a                  6       6
o211ai                17      17
o21a                  21      21
o21ai                188     188
o31ai                  8       8
or2                    7       7
or3                    6       6
## cell families after synthesis
| group | after synthesis |
|---|---|
| AND-OR/OR-AND | 612 |
| adder cells (fa/ha/maj) | 171 |
| buffers and inverters | 241 |
| multiplexers | 204 |
| AND/OR/NAND/NOR | 474 |
## routing by layer
layer / GRT usage (%) / part of all wire, % / vias to the layer above
li1: - / - / 6482
met1: 29.0 / 52 / 5536
met2: 29.9 / 44 / 248
met3: 0.697 / 3.5 / 8
met4: 0.660 / 0.38 / 0
met5: 0 / 0 / -
## critical path, delay by kind of cell
family                   cells  cell delay, ns
adder cells (fa/ha/maj)     13            4.15
buffers and inverters       12            2.67
AND/OR/NAND/NOR             30            5.37
multiplexers                 5            1.58
AND-OR/OR-AND               62           16.02
## worst min path at each step
stage / endpoint / cells after the start / slack, ns
4_1_cts: sorted_0[6] / 3 / 33.94
5_1_grt: sorted_0[6] / 3 / 33.97
6_report: sorted_0[6] / 3 / 33.94
## through the flow
step	setup slack (ns)	instances	hold slack, ns
after global routing	16.68	2304	33.97
after CTS	19.84	2304	33.94
final	19.43	2304	33.94
after detailed placement	19.96	2304	33.94
after floorplan	24.12	1702	32.89
after global placement	20.26	2304	33.94
