==> ./design.v <==
module CLK_1_MODULE (
    clk,
    rst_n,
    in_valid,
	in_row,
    in_kernel,
    out_idle,
    handshake_sready,
    handshake_din,
    flag_handshake_to_clk1,
    flag_clk1_to_handshake,
	fifo_empty,
    fifo_rdata,
    fifo_rinc,
    out_valid,
    out_data,
    flag_clk1_to_fifo,
    flag_fifo_to_clk1
);
input clk;
input rst_n;
input in_valid;
input [17:0] in_row;
input [11:0] in_kernel;
input out_idle;
output reg handshake_sready;
output reg [29:0] handshake_din;
input  flag_handshake_to_clk1;
output flag_clk1_to_handshake;
input fifo_empty;
input [7:0] fifo_rdata;
output reg fifo_rinc;
output reg out_valid;
output reg [7:0] out_data;
output flag_clk1_to_fifo;
input flag_fifo_to_clk1;
reg [4:0] input_cnt;  
reg [17:0] matrix [0:5];
reg [11:0] kernel [0:5];
reg [3:0] sending_num;
reg fifo_ff1, fifo_ff2;
localparam  IDLE = 2'd0,
            RECIEVE_INPUT = 2'd1,
            HAND_SHAKE = 2'd2;
reg [1:0] c_state_clk1, n_state_clk1;
always @(posedge clk or negedge rst_n) begin
    if (!rst_n) 
        c_state_clk1 <= IDLE;
    else 
        c_state_clk1 <= n_state_clk1;
end
always @(*) begin
    case (c_state_clk1)
        IDLE:   n_state_clk1 = (in_valid) ? RECIEVE_INPUT : IDLE;
        RECIEVE_INPUT:  n_state_clk1 = (input_cnt >= 5) ? HAND_SHAKE : RECIEVE_INPUT;
        HAND_SHAKE: n_state_clk1 = (sending_num >= 6) ? ((out_idle) ? IDLE : HAND_SHAKE) : HAND_SHAKE;
        default:    n_state_clk1 = IDLE;
    endcase
end
always @(posedge clk or negedge rst_n) begin
    if(!rst_n)  input_cnt <= 1'b0;
    else begin
        if(in_valid)    input_cnt <= input_cnt + 1'b1;
        else if(c_state_clk1 == IDLE)    input_cnt <= 1'b0;
    end
end
always @(posedge clk) begin
    if(in_valid) begin 
        matrix[input_cnt][17:0] <= in_row;
        kernel[input_cnt][11:0] <= in_kernel;
    end
end
always @(*) begin
    if(input_cnt > 0 && sending_num < 6) handshake_sready = out_idle;
    else handshake_sready = 1'b0;
end
always @(posedge clk or negedge rst_n) begin
    if(!rst_n)  sending_num <= 0;
    else begin
        case(c_state_clk1)
            RECIEVE_INPUT, HAND_SHAKE: begin 
                if(handshake_sready && (sending_num < 6)) sending_num <= sending_num + 1'b1;
            end
            IDLE: sending_num <= 0;
        endcase
    end
end
always@(posedge clk or negedge rst_n) begin
    if(!rst_n) handshake_din <= 0;
    else begin
        case(c_state_clk1)
            RECIEVE_INPUT, HAND_SHAKE: begin 
                if(handshake_sready) begin 
                    if(sending_num < 6) begin
                        handshake_din[17:0] <= matrix[sending_num];
                        handshake_din[29:18] <= kernel[sending_num];
                    end
                end
            end
            IDLE: handshake_din <= 0;
        endcase
    end
end
always @(*) begin
    if(!fifo_empty) fifo_rinc = 1'b1;
    else fifo_rinc = 1'b0;
end
always @(posedge clk or negedge rst_n) begin
    if(!rst_n) fifo_ff1 <= 1'b1;
    else fifo_ff1 <= fifo_empty;
end
always @(posedge clk or negedge rst_n) begin
    if(!rst_n) fifo_ff2 <= 1'b1;
    else fifo_ff2 <= fifo_ff1;
end
always @(posedge clk or negedge rst_n) begin
    if(!rst_n)begin
        out_valid <= 1'b0;
        out_data <= 1'b0;
    end 
    else begin
        if(!fifo_ff2) begin
            out_valid <= 1'b1;
            out_data <= fifo_rdata;
        end 
        else begin
            out_valid <= 1'b0;
            out_data <= 1'b0;
        end
    end
end
endmodule
module CLK_2_MODULE (
    clk,
    rst_n,
    in_valid,
    fifo_full,
    in_data,
    out_valid,
    out_data,
    busy,
    flag_handshake_to_clk2,
    flag_clk2_to_handshake,
    flag_fifo_to_clk2,
    flag_clk2_to_fifo
);
input clk;
input rst_n;
input in_valid;
input fifo_full;
input [29:0] in_data;
output reg out_valid;
output reg [7:0] out_data;
output reg busy;
input  flag_handshake_to_clk2;
output flag_clk2_to_handshake;
input  flag_fifo_to_clk2;
output flag_clk2_to_fifo;
integer i;
localparam  CLK2_IDLE = 0,
            CLK2_RECIEVE_INPUT = 1,
            MEM_WRITE = 2;
reg [1:0] c_state_clk2, n_state_clk2;
reg [5:0] input_cnt_clk2;
reg [17:0] matrix2 [0:5];
reg [11:0] kernel2 [0:5];
reg [3:0] mrow, mcol, kernel_pic_cnt;
reg [8:0] cnt_write;
reg output_flag, in_valid_ff1, in_valid_ff2;
always @(posedge clk or negedge rst_n) begin
    if (!rst_n) 
        c_state_clk2 <= CLK2_IDLE;
    else 
        c_state_clk2 <= n_state_clk2;
end
always@(*) begin 
    case (c_state_clk2)
        CLK2_IDLE : begin
            if(in_valid_ff2) n_state_clk2 = CLK2_RECIEVE_INPUT;
            else  n_state_clk2 = CLK2_IDLE;
        end
        CLK2_RECIEVE_INPUT : begin
            if(input_cnt_clk2 == 5) n_state_clk2 = MEM_WRITE;
            else  n_state_clk2 = CLK2_RECIEVE_INPUT;
        end
        MEM_WRITE : begin
            if(cnt_write == 149 && !fifo_full) n_state_clk2 = CLK2_IDLE;
            else  n_state_clk2 = MEM_WRITE;
        end
        default: n_state_clk2 = CLK2_IDLE;
    endcase
end
always @(posedge clk or negedge rst_n) begin
    if(!rst_n) busy <= 0;
    else if(input_cnt_clk2 > 5 && cnt_write != 'd256) busy <= 1;
    else if(cnt_write == 'd256 && !fifo_full) busy <= 0;
    else busy <= 0;
end
always @(posedge clk or negedge rst_n) begin
    if(!rst_n) in_valid_ff1 <= 1'b0;
    else in_valid_ff1 <= in_valid;
end
always @(posedge clk or negedge rst_n) begin
    if(!rst_n) in_valid_ff2 <= 1'b0;
    else if(!in_valid) in_valid_ff2 <= (in_valid ^ in_valid_ff1);
end
always@(posedge clk or negedge rst_n) begin
    if(!rst_n) input_cnt_clk2 <= 'd0;
    else begin
        if(input_cnt_clk2 < 6 && in_valid_ff2) input_cnt_clk2 <= input_cnt_clk2 + 1;
        else if(cnt_write == 'd256 || c_state_clk2 == CLK2_IDLE) input_cnt_clk2 <= 'd0;
    end
end
always@(posedge clk) begin
    if(in_valid_ff2) begin
        matrix2[input_cnt_clk2] <= in_data[17:0];
        kernel2[input_cnt_clk2] <= in_data[29:18];
    end
end
always @(posedge clk or negedge rst_n) begin
    if(!rst_n) mrow <= 0 ;
    else if(c_state_clk2 == CLK2_IDLE) mrow <= 0 ;
    else if(input_cnt_clk2 > 'd5 && !fifo_full)
        if(mrow == 'd4 && mcol == 'd4) mrow <= 0;
        else if(mcol == 'd4) mrow <= mrow + 'd1;
end
always @(posedge clk or negedge rst_n) begin
    if(!rst_n) mcol <= 0 ;
    else if(c_state_clk2 == CLK2_IDLE) mcol <= 0 ;
    else if(input_cnt_clk2 > 'd5 && !fifo_full) mcol <= (mcol == 'd4) ? 'd0 : mcol + 'd1;
end
always @(posedge clk or negedge rst_n) begin
    if(!rst_n) kernel_pic_cnt <= 0 ;
    else if(c_state_clk2 == CLK2_IDLE) kernel_pic_cnt <= 0 ;
    else if(input_cnt_clk2 >'d5 && kernel_pic_cnt < 5 && !fifo_full)
        if(mrow == 'd4 && mcol == 'd4) kernel_pic_cnt <= kernel_pic_cnt + 'd1;
end
reg [2:0] matrix_mul [0:3], kernel_mul [0:3];
always @(posedge clk or negedge rst_n) begin
    if(!rst_n) begin
        matrix_mul[0] <= 0;
        matrix_mul[1] <= 0;
        matrix_mul[2] <= 0;
        matrix_mul[3] <= 0;
        kernel_mul[0] <= 0;
        kernel_mul[1] <= 0;
        kernel_mul[2] <= 0;
        kernel_mul[3] <= 0;
    end
    else if(c_state_clk2 == CLK2_IDLE) begin
        matrix_mul[0] <= 0;
        matrix_mul[1] <= 0;
        matrix_mul[2] <= 0;
        matrix_mul[3] <= 0;
        kernel_mul[0] <= 0;
        kernel_mul[1] <= 0;
        kernel_mul[2] <= 0;
        kernel_mul[3] <= 0;
    end
    else if(input_cnt_clk2 >'d5 && ~fifo_full) begin
        if(mcol == 'd0) begin
            {matrix_mul[1], matrix_mul[0]} <= matrix2[mrow][5:0];
            {matrix_mul[3], matrix_mul[2]} <= matrix2[mrow+1][5:0];
        end
        else if(mcol == 'd1) begin
            {matrix_mul[1], matrix_mul[0]} <= matrix2[mrow][8:3];
            {matrix_mul[3], matrix_mul[2]} <= matrix2[mrow+1][8:3];
        end
        else if(mcol == 'd2) begin
            {matrix_mul[1], matrix_mul[0]} <= matrix2[mrow][11:6];
            {matrix_mul[3], matrix_mul[2]} <= matrix2[mrow+1][11:6];
        end
        else if(mcol == 'd3) begin
            {matrix_mul[1], matrix_mul[0]} <= matrix2[mrow][14:9];
            {matrix_mul[3], matrix_mul[2]} <= matrix2[mrow+1][14:9];
        end
        else if(mcol == 'd4) begin
            {matrix_mul[1], matrix_mul[0]} <= matrix2[mrow][17:12];
            {matrix_mul[3], matrix_mul[2]} <= matrix2[mrow+1][17:12];
        end
        else begin
            matrix_mul[0] <= 0;
            matrix_mul[1] <= 0;
            matrix_mul[2] <= 0;
            matrix_mul[3] <= 0;
        end
        {kernel_mul[3], kernel_mul[2], kernel_mul[1], kernel_mul[0]} <= kernel2[kernel_pic_cnt];  
    end
end
always @(posedge clk or negedge rst_n) begin
    if(!rst_n) cnt_write <= 0;
    else if(c_state_clk2 == CLK2_IDLE) cnt_write <= 0;
    else if(output_flag && cnt_write < 'd256 && !fifo_full) cnt_write <= cnt_write + 1;
    else cnt_write <= cnt_write;
end
always @(*) begin
    if(c_state_clk2 == CLK2_IDLE) output_flag = 0;
    else if(kernel_pic_cnt > 0 && kernel_pic_cnt < 6) output_flag = 1;
    else if(mcol >= 1 || mrow >= 1) output_flag = 1;
    else output_flag = 0;
end
always @(*) begin
    if (cnt_write < 'd256 && !fifo_full && output_flag) begin
        out_valid = 1;
        out_data = (matrix_mul[0] * kernel_mul[0]) + (matrix_mul[1] * kernel_mul[1]) 
                    + (matrix_mul[2] * kernel_mul[2]) + (matrix_mul[3] * kernel_mul[3]);
    end
    else begin
        out_valid = 'd0;
        out_data = 'd0;
    end
end
endmodule
==> ./run.sh <==
#!/bin/bash
# OpenROAD 26Q1-2900-gdf79404cd8, Yosys 0.63+post, stock flow scripts
make -C /OpenROAD-flow-scripts/flow DESIGN_CONFIG=/design/flow/config.mk WORK_HOME=/design/flow/orfs finish
==> ./config.mk <==
export PLATFORM = sky130hd
export DESIGN_NAME = CLK_2_MODULE
export DESIGN_NICKNAME = CLK_2_MODULE
export VERILOG_FILES = /design/flow/design.v
export SDC_FILE = /design/flow/constraint.sdc
export NUM_CORES = 4
export LEC_CHECK = 1
export CORE_UTILIZATION = 50
==> ./constraint.sdc <==
current_design CLK_2_MODULE

set clk_period 8.9
set clk_io_pct 0.2

create_clock -name clk0 -period $clk_period [get_ports {clk}]

set non_clock_inputs [all_inputs -no_clocks]
set_input_delay [expr $clk_period * $clk_io_pct] -clock clk0 $non_clock_inputs
set_output_delay [expr $clk_period * $clk_io_pct] -clock clk0 [all_outputs]
==> run summary <==
Physical implementation.

- The boundary pin count is 48.
- The relative area change from synthesis to final layout is 12.5%.
- The number of max-cap violations is 0.
- The number of buffer cells added on primary ports is 43.
- The number of warnings reported in the yosys synthesis log is 5.
- The number of antenna violations at the first check in global routing came to 0.
- The share of cells above drive strength 1 is 12.7%.
- The via-per-instance ratio is between 5 and 6.
- The routed design could run at a clock period as short as 7.01 ns.
- OpenROAD reports that the post-layout worst path occupies 78.8% of the period.
- The type of origin of the critical path is a flip-flop.
- The critical path arrival is roughly 5.2 ns.
- Counting every instance in the synthesized netlist gives 923.
- Across all layers, the routed design uses between 7000 and 8000 vias.
- STA reports a reg2reg setup slack of 5.33 ns.
- The yosys synthesis chip area is 12400 µm².
- Of the synthesized area, sequential elements account for 55.3%.
- The initial DRC count is 432.
- The achievable frequency is 143 MHz.
- For the worst setup path, the data required time is between 7 and 8 ns.
- Routability-driven placement finished with a final weighted congestion of 0.935.
- The leakage power of the design is between 5 and 6 nW.
- The post-CTS hold buffer count recorded in the log is 0.
- The DRC violations left is 0.
- The number of slew-limit violations in the final report is 0.
- The floorplan core area is approximately 24000 µm².
- For the pin with the worst max-slew slack, the measured transition is about 1 ns.
- The detailed-routing iteration count for the pre-antenna-repair pass is 13.
- The final number of setup-violating endpoints is 0.
- By area the synthesized netlist is led by sky130_fd_sc_hd__edfxtp_1 (44%), sky130_fd_sc_hd__dfrtp_1 (11%), sky130_fd_sc_hd__mux4_2 (7.8%).
- Sorting the Yosys area breakdown by cell type puts at the top sky130_fd_sc_hd__edfxtp_1.
- The pin count of the biggest net entering global routing is 58.
- The clock sink total is ~240.
- The distinct cell type count of the synthesized netlist is ~65.
- The total global-route track usage is 24.5%.
- Detailed placement finished with a half-perimeter wire length of 18.4 mm.
- The number of enable-type register cells in the synthesized netlist is ~180.
- The post-cts resize count is 0.
- The synthesized flop and latch total is 237.
- The total cells reported by yosys after synthesis is 923.
- The type of the worst setup path is reg2out.
- The peak supply drop is 0.181 mV.
- The run finished with clean final reports.
- Final hold analysis gives a worst-case slack of 0.486 ns.
- The power density over the cells is 300 nW/µm².
- The routed wirelength normalized by instance count is 20.9 µm.
- The chip occupies about 25000 µm².
- Averaged over all synthesized cells, the footprint is 13.4 µm².
- TritonCTS built the clock tree.
- As reported, the later end of the worst-skew pair has a clock insertion delay of 0.53 ns.
- The final setup skew is 0.0210 ns.
- For this run, asynchronously set or reset flops after synthesis account for 24.1%.
- The vertical die dimension is 159 µm.
- The highest fanout seen on the critical path is 4.
- The first-pass GRT wire length is 43.5 mm.
- Setup repair after global routing left no endpoint under its margin.
- The floorplan row count is 57.
- The commonest register cell after synthesis is sky130_fd_sc_hd__edfxtp_1.
- The number of global-route vias before repair was 7902.
- The H-tree depth is 1.
- CTS added clock buffers totalling 25.
- The synthesized netlist occupies a cell area of between 10000 and 15000 µm².
- The starting utilization of the core area is 51.0%.
- Per the detail_route report, inserted antenna diodes total 0.
- Checking max transition, the worst relative margin is 34.9%.
- Across all stage logs, warnings added up to 38.
- From left edge to right edge, the die measures 159 µm.
- STA classifies the critical path endpoint as a primary output.
- The final wirelength is 27.2 mm.
- Setup total negative slack on the finished layout was measured at 0 ns.
- The number of routed nets with antenna violations is 0.
- The final timing report lists a hold violation count of 0.
- After clock tree synthesis, the clock-pin slew on the worst setup and hold paths is about 0.06 ns.
- The path class of the tightest hold or removal check is reg2reg.
- After global routing the overflow that remains totals 0.
- After synthesis, the largest area contributor takes up a little over two fifths of total cell area.
- The clock passes through at most 3 buffers.
- Clock tree synthesis selected as its root buffer the cell sky130_fd_sc_hd__clkbuf_16.
- Looking at the post-CTS report, the setup buffer insertion count equals 0.
[registers in the layout (all words and copies together), names as in the netlist, 4 cells and up]
register / cells
cnt_write: 9
input_cnt_clk2: 6
kernel2: 72
kernel_mul: 12
kernel_pic_cnt: 4
matrix2: 108
matrix_mul: 12
mcol: 4
mrow: 4
[cells in the mapped netlist, drive strengths merged, types with 2 or more instances]
library cell  number
a21oi             32
a211o              3
and3               8
clkbuf            22
nor4b              3
ha                36
a221oi             2
a21o               4
or3b               4
o211ai             9
nor3b              4
edfxtp           180
nor3              10
mux2              43
nor2b              6
and2              35
a22o               8
nand2b             6
a221o              3
o22a               2
a2111oi            2
o22ai             10
a211oi             6
nand4              5
nand2             69
nand3             13
a31oi              5
a32o               3
fa                25
dfrtp             56
a31o               2
mux4              43
xor2              10
xnor2              4
nor2              38
buf               28
o21ai             65
a22oi              7
mux2i             40
inv               57
[worst max-delay path, cell delays in order, from the launching register on]
cell and delay, ns:
sky130_fd_sc_hd__dfrtp_1 0.42, sky130_fd_sc_hd__and2_1 0.19, sky130_fd_sc_hd__fa_1 0.54, sky130_fd_sc_hd__inv_1 0.06, sky130_fd_sc_hd__fa_1 0.47, sky130_fd_sc_hd__inv_1 0.06
sky130_fd_sc_hd__fa_1 0.44, sky130_fd_sc_hd__fa_1 0.51, sky130_fd_sc_hd__fa_1 0.58, sky130_fd_sc_hd__inv_1 0.06, sky130_fd_sc_hd__fa_1 0.44, sky130_fd_sc_hd__inv_1 0.07
sky130_fd_sc_hd__a21o_1 0.10, sky130_fd_sc_hd__a21oi_1 0.07, sky130_fd_sc_hd__xor2_1 0.14, sky130_fd_sc_hd__nor2_1 0.09, sky130_fd_sc_hd__clkdlybuf4s50_1 0.47
[report_power, final]
group	switching [mW]	internal, mW
Clock	0.407	0.570
Sequential	0.162	1.42
Combinational	0.906	0.705
Total	1.47	2.69
[per-layer routing]
metal / share of wire [%] / track usage, %
met4: 1.7 / 4.06
met2: 45 / 34.5
met3: 11 / 12.5
met1: 42 / 38.3
met5: 0 / 0
[area by class of cell]
| type | instances | area [µm²] |
|---|---|---|
| fillers | 1886 | 10400 |
| flip-flops and latches | 237 | 6830 |
| multi-input cells | 580 | 5100 |
| clock buffers | 30 | 644 |
| repair buffers | 64 | 583 |
| well taps | 324 | 405 |
| inverters | 57 | 214 |
| clock inverters | 13 | 119 |
[stage by stage]
step | total power, mW | instances | cell area [µm²] | setup slack [ns] | utilization, %
detailed placement | 3.21 | 1262 | 13100 | 2.40 | 54.2
global route | 4.47 | 1305 | 13900 | 1.63 | 57.3
CTS | 4.20 | 1305 | 13900 | 1.84 | 57.3
global placement | 3.20 | 1262 | 13100 | 2.41 | 54.2
floorplan | 2.70 | 924 | 12400 | 3.11 | -
finish | 4.17 | 1305 | 13900 | 1.89 | 57.3
[cells by family after synthesis]
kind of cell    Yosys count  share of synthesized area [%]
compound gates          172                           8.86
xor+xnor                 14                          0.992
fa+ha+maj                61                           7.69
buf+inv                 107                           3.70
flops                   237                           55.3
mux                     126                           15.1
other cells               1                         0.0303
simple gates            205                           8.32
[placed cells by master (no fill, tap or decap), types with 8 or more instances in the layout]
master and n:
sky130_fd_sc_hd__mux2_2 8, sky130_fd_sc_hd__xor2_1 10, sky130_fd_sc_hd__o211ai_1 9, sky130_fd_sc_hd__a21oi_1 32, sky130_fd_sc_hd__inv_1 55, sky130_fd_sc_hd__nand3_1 13
sky130_fd_sc_hd__mux4_2 43, sky130_fd_sc_hd__nand2_1 69, sky130_fd_sc_hd__o22ai_1 10, sky130_fd_sc_hd__nor2_1 36, sky130_fd_sc_hd__o21ai_0 35, sky130_fd_sc_hd__clkdlybuf4s50_1 42
sky130_fd_sc_hd__mux2i_1 40, sky130_fd_sc_hd__mux2_1 31, sky130_fd_sc_hd__fa_1 25, sky130_fd_sc_hd__dfrtp_1 55, sky130_fd_sc_hd__buf_4 21, sky130_fd_sc_hd__o21ai_1 30
sky130_fd_sc_hd__and2_1 35, sky130_fd_sc_hd__ha_1 36, sky130_fd_sc_hd__edfxtp_1 180, sky130_fd_sc_hd__and3_1 8, sky130_fd_sc_hd__a22o_1 8, sky130_fd_sc_hd__clkbuf_16 25
[final timing paths]
kind                                              start                      endpoint  depth (start not counted)
max                        matrix_mul[2][0]$_DFFE_PN0P_                   out_data[6]                         16
min                              in_valid_ff1$_DFF_PN0_      in_valid_ff2$_DFFE_PN0N_                          1
max reg2reg                         mrow[0]$_DFFE_PN0P_  matrix_mul[2][0]$_DFFE_PN0P_                          8
min reg2reg                      in_valid_ff1$_DFF_PN0_      in_valid_ff2$_DFFE_PN0N_                          1
max in group asynchronous                         rst_n           mrow[0]$_DFFE_PN0P_                          2
min in group asynchronous                         rst_n           mcol[3]$_DFFE_PN0P_                          2
Power figures rest on the tool's default switching activity, not on a simulated workload.
